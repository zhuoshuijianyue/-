`/design/flow/run.sh`:
```
#!/bin/bash
# OpenROAD 26Q1-2900-gdf79404cd8, Yosys 0.63+post, stock flow scripts
make -C /OpenROAD-flow-scripts/flow DESIGN_CONFIG=/design/flow/config.mk WORK_HOME=/design/flow/orfs finish
```
`/design/flow/config.mk`:
```
export PLATFORM = sky130hd
export DESIGN_NAME = ysyx_23060020_pc
export DESIGN_NICKNAME = ysyx_23060020_pc
export VERILOG_FILES = /design/flow/design.v
export SDC_FILE = /design/flow/constraint.sdc
export NUM_CORES = 4
export LEC_CHECK = 1
export CORE_AREA = 10 10 105 105
export DIE_AREA = 0 0 115 115
```
`/design/flow/constraint.sdc`:
```
current_design ysyx_23060020_pc

set clk_period 4.8
set clk_io_pct 0.2

create_clock -name clk0 -period $clk_period [get_ports {clk}]

set non_clock_inputs [all_inputs -no_clocks]
set_input_delay [expr $clk_period * $clk_io_pct] -clock clk0 $non_clock_inputs
set_output_delay [expr $clk_period * $clk_io_pct] -clock clk0 [all_outputs]
```
`/design/flow/design.v`:
```
module ysyx_23060020_pc (
    input clk,rst,
    input[31:0] jump_add,
    input jump_bool,
    output reg[31:0] pc
);
    always @(posedge clk ) begin
        if(rst) pc<=32'h80000000;
        else if(jump_bool) pc<=jump_add;
        else pc<=pc+4;
    end
endmodule
```
==> results.py <==
# Auto-generated metrics
metrics = {
    "status": {
        "outcome": "finished clean",
    },
    "die": {
        "dieArea_um2": 13200,
        "num_rows": 34,
        "io_pins": 67,
        "die_x_um": 115,
        "initial_utilization_pct": 20.0,
        "die_h_um": 115,
        "core_area_um2": 8760,
    },
    "clocking": {
        "cts_hold_buf": 0,
        "clk_pin_slew_worst_paths_ns": 0.07,
        "post_cts_buffers": 0,
        "clock_latency_ns": 0.28,
        "root_buffer": "clkbuf_8",
        "cts_max_level": 2,
        "cts-resized-gates": 0,
        "numCtsBuffers": 5,
        "tritoncts": "done",
        "clock_path_buffers": 2,
        "cts.sinks": 32,
    },
    "job": {
        "warnings": 25,
        "max_cap_violations": 0,
    },
    "power_and_ir_drop": {
        "switching_share_pct": 25.9,
        "powerDensity_nw_per_um2": 247,
        "irDropWorstVdd_v": 0.0000940,
        "clockPowerShare_pct": 34.0,
        "comb_power_share_pct": 17.5,
        "seq_power_share_pct": 48.6,
        "switchingPower_uw": 166,
        "cellLeakagePower_uw": 0.000832,
        "internal-power_uw": 474,
    },
    "critical_path": {
        "cp-startpoint": "jump_bool",
        "start_kind": "input pin",
        "cp_max_fo": 33,
        "rrSetupSlack_ns": 2.66,
        "rr_worst_depth": 5,
        "crit-reg2reg-launch": "pc[2]$_SDFF_PP0_",
        "cp-end-kind": "register",
        "crit_end": "pc[28]$_SDFF_PP0_",
        "timing.rr.end": "pc[26]$_SDFF_PP0_",
        "worst_ep_required_time_ns": 4.96,
        "arrival_ns": 3.10,
        "crit_type": "in -> reg",
    },
    "timing": {
        "slew_headroom_pct": 41.6,
        "finalSetupTns_ns": 0,
        "grt_setup_unrepaired": "no",
        "whs_ns": 0.516,
        "fin_crit_ns": 2.93,
        "finClkSkew_ns": 0.00587,
        "setup_viol": 0,
        "slew_violations": 0,
        "hold_viol_final": 0,
        "max_freq_mhz": 341,
        "tightest_slew_ns": 0.868,
        "period_used_pct": 61.1,
    },
    "final_layout": {
        "register_area_um2": 641,
        "comb_area_um2": 1020,
        "reg_top3": "pc x32",
        "layoutNonFillerInstCount": 383,
        "top_register": "pc",
        "n_fill_cell": 931,
        "largest_reg_flops": 32,
        "final_util_pct": 29.5,
        "area_delta_synth_final_pct": 47.5,
        "final_area_um2": 2590,
        "drive_gt1_share_pct": 5.09,
    },
    "placement": {
        "dp_cells": 375,
        "post-dp-hpwl_mm": 4.62,
        "port_buffers": 66,
        "dpl-instance-area_um2": 2490,
        "gp_congestion": 0.805,
    },
    "yosys": {
        "netlist_area_um2": 1750,
        "syn_inst": 215,
        "yosys-top-cells-area": "dfxtp_1 37%, nor2_1 6.8%, a311oi_1 6.0%",
        "synth-seq-cells": 32,
        "top_cell_area_share_pct": 36.5,
        "synth_seq_share_pct": 36.5,
        "post_synth.cell_area_avg_um2": 8.16,
        "ys_chip_area_um2": 1750,
        "yosys.cell_types.count": 35,
        "common_cells": "32 x dfxtp_1, 32 x nor2_1, 13 x nand3_1, 12 x a211oi_1, 12 x a311oi_1",
        "yosysWarnings": 1,
        "yosysTopAreaCell": "dfxtp_1",
        "ys_cells": 215,
        "ys_async_sr_fraction_pct": 0,
        "edf_count": 0,
        "ff_type": "dfxtp_1",
    },
    "min_path": {
        "hp-class": "reg -> reg",
    },
    "routing": {
        "dr_total_vias": 1832,
        "drc": 0,
        "firstDrtPassIters": 4,
        "viasPerCell": 4.78,
        "diodes": 0,
        "first_iter_violations": 74,
        "detail-route-antenna-nets": 0,
        "routed_wl_mm": 6.02,
        "wl_per_cell_um": 15.7,
    },
    "grt": {
        "grt_pass1_vias": 1851,
        "grt_use_total_pct": 9.29,
        "grt_start_max_net_pins": 35,
        "antenna_found_initial": 0,
        "grt_pass1_wl_mm": 9.99,
        "overflow": 0,
    },
}
## worst min path at each step
stage / from / endpoint / slack, ns / depth (start not counted)
CTS: pc[0]$_SDFFE_PP0P_ / pc[0]$_SDFFE_PP0P_ / 0.52 / 2
global route: pc[1]$_SDFFE_PP0P_ / pc[1]$_SDFFE_PP0P_ / 0.56 / 2
finish: pc[1]$_SDFFE_PP0P_ / pc[1]$_SDFFE_PP0P_ / 0.52 / 2
## through the flow
stage,worst slack [ns],power [uW]
5_1_grt,1.63,677
6_report,1.87,639
3_5_place_dp,1.57,430
2_1_floorplan,2.68,349
4_1_cts,1.88,649
3_3_place_gp,1.63,429
## per-layer routing
| metal | up-vias | track usage [%] | part of all wire, % | routed length, um |
|---|---|---|---|---|
| met5 | - | 0 | 0 | 0 |
| met3 | 7 | 2.74 | 7.9 | 476 |
| met2 | 64 | 14.0 | 45 | 2720 |
| met1 | 826 | 13.2 | 46 | 2760 |
| met4 | 0 | 1.24 | 1.2 | 70 |
| li1 | 935 | - | - | - |
## power by group through the flow
stage,Sequential [uW],Clock [uW],Combinational (uW)
5_1_grt,315,237,125
6_report,310,217,112
4_1_cts,310,223,115
## placed cells by master, fill, tap and decap left out, types with 7 or more instances in the layout
cell             instances
xnor2_1                  8
nand2_1                 11
or4_1                    9
nor4_1                   7
inv_1                    7
clkdlybuf4s50_1         66
nor2_1                  32
dfxtp_1                 32
a211oi_1                12
o31ai_1                 10
nand3_1                 13
a311oi_1                12
## area by class of cell
cell class | instances | area share, %
clock buffers | 6 | 3.19
clock inverters | 2 | 0.387
inverters | 7 | 1.02
multi-input cells | 160 | 39.3
flip-flops and latches | 32 | 24.8
well taps | 108 | 5.22
repair buffers | 68 | 26.1
## kinds of logic after synthesis
kind of cell / synth area share [%]
AND/OR/NAND/NOR: 29.2
buffers and inverters: 5.49
multiplexers: 1.71
XOR/XNOR: 5.99
flip-flops: 36.5
adder cells (fa/ha/maj): 0.713
AND-OR/OR-AND: 20.4
## critical path, stage by stage
cell,delay [ns]
clkdlybuf4s50_1,0.78
inv_1,0.51
buf_4,0.40
nor2_1,0.09
a2111oi_0,0.36
Power is estimated from default activity; no workload was simulated.
