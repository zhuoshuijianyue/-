==> design.v <==
module ysyx_23060020_MuxKeyInternal #(NR_KEY = 2, KEY_LEN = 1, DATA_LEN = 1, HAS_DEFAULT = 0) (
  output reg [DATA_LEN-1:0] out,
  input [KEY_LEN-1:0] key,
  input [DATA_LEN-1:0] default_out,
  input [NR_KEY*(KEY_LEN + DATA_LEN)-1:0] lut
);
  localparam PAIR_LEN = KEY_LEN + DATA_LEN;
  wire [PAIR_LEN-1:0] pair_list [NR_KEY-1:0];
  wire [KEY_LEN-1:0] key_list [NR_KEY-1:0];
  wire [DATA_LEN-1:0] data_list [NR_KEY-1:0];
  generate
    for (genvar n = 0; n < NR_KEY; n = n + 1) begin
      assign pair_list[n] = lut[PAIR_LEN*(n+1)-1 : PAIR_LEN*n];
      assign data_list[n] = pair_list[n][DATA_LEN-1:0];
      assign key_list[n]  = pair_list[n][PAIR_LEN-1:DATA_LEN];
    end
  endgenerate
  reg [DATA_LEN-1 : 0] lut_out;
  reg hit;
  integer i;
  always @(*) begin
    lut_out = 0;
    hit = 0;
    for (i = 0; i < NR_KEY; i = i + 1) begin
      lut_out = lut_out | ({DATA_LEN{key == key_list[i]}} & data_list[i]);
      hit = hit | (key == key_list[i]);
    end
    if (!HAS_DEFAULT) out = lut_out;
    else out = (hit ? lut_out : default_out);
  end
endmodule
module ysyx_23060020_alu (
	input	[31:0] alua,alub, 
	input [3:0] alusel,
	output 	[31:0] aluout,
	output zero
    );
	wire[31:0] result_add,result_sub,result_lessto1,result_lessto1_signed,result_or;
	wire[31:0] result_left_l,result_right_l,result_right_a,result_xor,result_and;
	assign	result_add=alua+alub;
	assign 	result_sub=alua-alub;
	assign  result_lessto1=(alua<alub)?1:0;
	assign  result_lessto1_signed=(($signed(alua))<($signed(alub)))?1:0;
	assign 	result_left_l=alua<<(alub%32);
	assign 	result_right_l=alua>>(alub%32);
	assign 	result_right_a=($signed(alua))>>>(alub%32);
	assign 	result_xor=alua^alub;
	assign  result_and=alua&alub;
	assign 	result_or=alua|alub;
	ysyx_23060020_MuxKeyInternal #(10, 4, 32, 1) i0 (aluout, alusel, 32'd0, {
		4'b0001,result_add,
		4'b0010,result_sub,
		4'b0011,result_and,
		4'b0100,result_or,
		4'b0101,result_xor,
		4'b0110,result_left_l,
		4'b0111,result_right_l,
		4'b1000,result_right_a,
		4'b1001,result_lessto1,
		4'b1010,result_lessto1_signed
	});
	assign	zero=(alusel==4'b0010)&&(!(|result_sub));
endmodule
==> run.sh <==
#!/bin/bash
# OpenROAD 26Q1-2900-gdf79404cd8, Yosys 0.63+post, stock flow scripts
make -C /OpenROAD-flow-scripts/flow DESIGN_CONFIG=/design/flow/config.mk WORK_HOME=/design/flow/orfs finish
==> config.mk <==
export PLATFORM = sky130hd
export DESIGN_NAME = ysyx_23060020_alu
export DESIGN_NICKNAME = ysyx_23060020_alu
export VERILOG_FILES = /design/flow/design.v
export SDC_FILE = /design/flow/constraint.sdc
export NUM_CORES = 4
export LEC_CHECK = 1
export CORE_UTILIZATION = 40
==> constraint.sdc <==
current_design ysyx_23060020_alu

set clk_period 17.2
set clk_io_pct 0.2

create_clock -name clk0 -period $clk_period

set non_clock_inputs [all_inputs -no_clocks]
set_input_delay [expr $clk_period * $clk_io_pct] -clock clk0 $non_clock_inputs
set_output_delay [expr $clk_period * $clk_io_pct] -clock clk0 [all_outputs]
==> CHANGELOG.md <==
### Physical design

* RD Place Congestion at 1.00
* Number of I/O pins at 101
* Min Tclk post-route at between 10000 and 15000 ps
* Core Density at Floorplan at 0.406
* Worst Tran Pin Value at 841 ps
* Fraction of layout cells with a size suffix above 1 at 0.0693
* Worst path cell trace: clkdlybuf4s50_1, buf_4, inv_2, buf_4, ha_1, o311ai_1, nand3_2, nor2_1, o21ai_1, a21oi_1, xnor2_1, and4_1, nand4_1, nor4_2, clkdlybuf4s50_1
* RSZ-0062 raised after global routing: false
* Detail Route Antenna Nets at 0
* Avg Cell Area, Syn at 6.48 um^2
* Worst Setup Start Kind: primary input
* Endpoints failing setup at 0
* Post-CTS setup buffer count at 0
* Register share after synthesis at 0
* Max cap viols at 0
* HPWL after DPL at about 33000 um
* CP required at ~14000 ps
* Total number of vias at between 10000 and 15000
* Seq Cell Count at 0
* Die area at between 0.02 and 0.025 mm^2
* Leakage power at 4.15 nW
* Stage-log warning count at 97
* CTS Hold Buffers Added at 0
* Max Freq at 85.5 MHz
* CTS resizes at 0
* # Cells Yosys at 1365
* GRT overflow at 0
* Power Density at 36.2 mW/mm^2
* Placed cells at about 1700
* Core Rows at 54
* Critical Path Start: alub[2]
* Largest net degree at the start of global routing at around 90
* Sum Neg Setup Slack at 0 ps
* Cells after Synth at 1365
* Synth Warn # at 1
* Die Wd at approximately 150 um
* Final Hold Fails at 0
* Iteration-0 DRC Markers at 1026
* Routed len/inst at about 25 um
* Core Box Area at ~0.022 mm^2
* DR pass1 iterations at 5
* Vias in the first global route at 9866
* Yosys synthesis chip area at 0.00884 mm^2
* Clock buffers at 0
* WP data arrival at slightly above 8000 ps
* Detailed Route WL at 42400 um
* Register area at 0 um^2
* CP max stage cell: clkdlybuf4s50_1
* Fin area at approximately 0.01 mm^2
* Final period util at 0.680
* DR DRC count at 0
* N_diodes at 0
* Routed vias/inst at 6.56
* Initial antenna violation count at 0
* Slew Limit Fails at 0
* Global-route wire length before repair at roughly 63000 um
* Worst Hold Class: primary input to primary output
* Worst-path maximum fanout at 47
* Relative slew margins at 0.438
* Synth Cell Area at 0.00884 mm^2
* GRT Total Usage at 0.380
* Kind of critical path: primary input to primary output
* VDD IR max at 0.0000211 V
* Slowest Stage Delay on Critical Path at slightly above 500 ps
* Final cell count without fillers at 1666
* CP Capture Point: zero
* Die height at approximately 150 um
* CP Capture Type: primary output
* Layout area overhead at 12.6%
* Distinct cell type count after synthesis at 89
* Port bufs at between 100 and 150
* Outcome: finished clean
* Placement Cell Area at 0.00996 mm^2
## how the worst min path moves through the flow
stage | end | slack [ps] | cells past startpoint | start
CTS | aluout[4] | 7980 | 5 | alub[4]
global route | aluout[4] | 8070 | 5 | alub[4]
finish | aluout[4] | 8010 | 5 | alub[4]
## logic make-up (layout without fill, tap and decap cells)
| kind of cell | Yosys count | after routing | synth area share |
|---|---|---|---|
| AOI/OAI and AO/OA | 531 | 531 | 0.411 |
| buffers and inverters | 202 | 223 | 0.0903 |
| and+or+nand+nor | 417 | 417 | 0.221 |
| xor gates and xnor gates | 18 | 18 | 0.0178 |
| adders and majority gates | 99 | 99 | 0.142 |
| muxes | 98 | 98 | 0.119 |
## Yosys cell counts (22+ instances only)
library cell | count | area share
clkbuf_1 | 74 | 0.031
o21ai_0 | 138 | 0.078
ha_1 | 97 | 0.14
nor2_1 | 146 | 0.062
mux2i_1 | 82 | 0.093
nand2b_1 | 32 | 0.023
nor3_1 | 30 | 0.017
a21oi_1 | 110 | 0.062
nand3_1 | 22 | 0.012
o22ai_1 | 24 | 0.017
nand2_1 | 116 | 0.049
inv_1 | 89 | 0.038
## stage by stage
step,setup WS (ps),hold slack (ps),utilization,power (mW)
4_1_cts,5600,7980,0.458,0.352
6_report,5510,8010,0.458,0.361
3_5_place_dp,5610,7980,0.458,0.350
3_3_place_gp,5560,7980,0.458,0.354
5_1_grt,5300,8070,0.458,0.387
2_1_floorplan,6670,7130,-,0.221
## worst max-delay path, delay by kind of cell
| family | cells | cell delay (ps) |
|---|---|---|
| AND-OR/OR-AND | 3 | 1130 |
| XOR/XNOR | 1 | 210 |
| adder cells (fa/ha/maj) | 1 | 330 |
| buffers and inverters | 5 | 1790 |
| AND/OR/NAND/NOR | 5 | 1320 |
## metal layers
metal,vias up,track usage,share of wire
met3,53,0.0334,0.083
met1,5187,0.578,0.46
met5,-,0,0
met4,0,0.101,0.032
met2,561,0.571,0.43
li1,5130,-,-
## final cells by class
cell class	instances	area, um^2
Timing Repair Buffer	125	1180
Fill cell	2378	11800
Tap cell	280	350
Inverter	98	370
Multi-Input combinational cell	1163	8060
## where the power goes
group,switching [mW],internal [mW],total (mW)
sequential,0,0,0
combinational,0.226,0.134,0.361
clock,0,0,0
total,0.226,0.134,0.361
## cells in the final DEF, fill, tap and decap left out, types with 18 or more instances in the layout
cell type,synthesis,layout
clkdlybuf4s50_1,0,98
nand2_1,116,116
inv_1,89,88
nand2b_1,32,32
ha_1,97,97
a211oi_1,21,21
buf_4,0,24
o21ai_0,138,138
nor3_1,30,27
a21oi_1,110,110
o211ai_1,18,18
o22ai_1,24,24
nand3_1,22,22
mux2i_1,82,82
nor2_1,146,146
o31ai_1,19,19
Power figures rest on the tool's default switching activity, not on a simulated workload.
