**flow/design.v**
```verilog
module ysyx_23060020_rf (
    input clk,rfwen,
    input[31:0] w1d,
    input[4:0] r1a,r2a,w1a,
	output[31:0] r1d,r2d);
    reg[31:0] regs[31:0] ;
    always @(posedge clk ) begin
        if(rfwen) begin
        if(w1a!=5'd0) regs[w1a]<=w1d;
        end
    end
    assign r1d=regs[r1a];
    assign r2d=regs[r2a];
endmodule
```
**flow/config.mk**
```make
export PLATFORM = sky130hd
export DESIGN_NAME = ysyx_23060020_rf
export DESIGN_NICKNAME = ysyx_23060020_rf
export VERILOG_FILES = /design/flow/design.v
export SDC_FILE = /design/flow/constraint.sdc
export NUM_CORES = 4
export LEC_CHECK = 1
export CORE_UTILIZATION = 30
```
**flow/run.sh**
```bash
#!/bin/bash
# OpenROAD 26Q1-2900-gdf79404cd8, Yosys 0.63+post, stock flow scripts
make -C /OpenROAD-flow-scripts/flow DESIGN_CONFIG=/design/flow/config.mk WORK_HOME=/design/flow/orfs finish
```
**flow/constraint.sdc**
```tcl
current_design ysyx_23060020_rf

set clk_period 10.0
set clk_io_pct 0.2

create_clock -name clk0 -period $clk_period [get_ports {clk}]

set non_clock_inputs [all_inputs -no_clocks]
set_input_delay [expr $clk_period * $clk_io_pct] -clock clk0 $non_clock_inputs
set_output_delay [expr $clk_period * $clk_io_pct] -clock clk0 [all_outputs]
```
==> flow_summary.json <==
{
  "status": "complete, no violations",
  "place.gp.congestion": 0.858,
  "async_reset_ff_share_pct": 0,
  "diodes": 0,
  "comb_area_sq_um": 16900,
  "drt.antenna.violating_nets": 0,
  "cts-root-buf": "clkbuf_16",
  "finalPower_mw": 9.46,
  "maxSlewViolCount": 0,
  "internal_power_mw": 7.24,
  "die_area_sq_um": 164000,
  "cts_setup_buffers": 0,
  "ys_types": 24,
  "rsz0062_at_grt": "no",
  "totalWireLength_mm": 154,
  "reg_top3": "regs x1024",
  "synth_area_sq_um": 48800,
  "die_y_microns": 405,
  "critPathRequiredTime_ns": 8.00,
  "drtIter0Drc": 2091,
  "crit_type": "in -> out",
  "yosys.stat.seqShare_pct": 63.1,
  "hold_viol": 0,
  "cts_sinks": 1024,
  "setup_tns_ns": 0,
  "tool_warnings": 26,
  "dr.pass1.iters": 7,
  "grt_pass1_wl_mm": 220,
  "p_leak_nw": 20.2,
  "synthCells": 3386,
  "vias": 30885,
  "drv_cap": 0,
  "portBuffers": 112,
  "cp-start-kind": "input port",
  "antenna_found_initial": 11,
  "edf_count": 1024,
  "cp.arrival_ns": 5.47,
  "comb_power_share_pct": 9.4,
  "swShare_pct": 23.5,
  "ir_worst_vdd_uv": 119,
  "relSlewSlack_pct": 34.9,
  "clkTransAtPathRegs_ns": 0.06,
  "setup_ws_ns": 2.53,
  "sequentialPowerShare_pct": 50.8,
  "drc": 0,
  "die_w_microns": 405,
  "h-tree-depth": 3,
  "top_area_cell": "edfxtp_1",
  "nFillCells": 15209,
  "flop_cell": "edfxtp_1",
  "cts_made_buffers": 108,
  "top_cells_by_area": "edfxtp_1, mux2i_1, a22oi_1, a22o_1, nand3_1",
  "placed_cell_area_sq_um": 52500,
  "design_area_sq_um": 55800,
  "place_ws_ns": 2.53,
  "setup_viol_count_final": 0,
  "regArea_sq_um": 30700,
  "grt-ovfl-total": 0,
  "cp-end-kind": "primary output",
  "syn-mean-instance-area_sq_um": 14.4,
  "syn_to_final_growth_pct": 14.4,
  "largest_reg_flops": 1024,
  "ys_cells": 3386,
  "cts_resized": 0,
  "grt_usage_pct": 19.6,
  "drive_above_1_share_pct": 8.65,
  "crit_fanout": 92,
  "tightest_slew_ns": 0.974,
  "yosysWarnings": 1,
  "ys_ff": 1024,
  "finalCriticalPeriod_ns": 7.47,
  "clock_power_share_pct": 39.8,
  "viasPerCell": 5.38,
  "cts.path.max_buffers": 3,
  "wl_per_cell_microns": 26.8,
  "io_pins": 113,
  "grt_max_degree": 100,
  "regMostFlops": "regs",
  "cts_tree": "yes",
  "initial_core_util_pct": 30.3,
  "top_area_share_pct": 63.1,
  "first_global_vias": 31770,
  "finalCritPeriodShare_pct": 74.7,
  "switchingPower_mw": 2.22,
  "core_sq_um": 161000,
  "fmax_mhz": 134,
  "hold_path_class": "in -> reg",
  "ys_area_sq_um": 48800,
  "ctsHoldBuffers": 0,
  "row_count": 147,
  "powerDensity_nw_per_um2": 170,
  "common_cells": "edfxtp_1, mux2i_1, nand2_1, nand3_1",
  "hpwlAfterDp_mm": 82.4
}
-- power by group through the flow --
stage / logic [mW] / clock network, mW / registers, mW
after CTS: 0.883 / 3.83 / 4.81
after global routing: 0.942 / 3.98 / 4.82
final: 0.886 / 3.77 / 4.81
-- kinds of logic after synthesis --
kind of cell,share of synthesized area (%)
AND/OR/NAND/NOR,4.71
other,0.00769
flip-flops,63.1
AND-OR/OR-AND,8.05
multiplexers,21.0
buffers and inverters,3.15
-- path summary, 6_finish.rpt --
kind / cells after the start / end / slack, ns / start
worst max-delay path: 9 / r1d[19] / 2.53 / r1a[2]
worst min-delay path: 2 / regs[24][15]$_DFFE_PP_ / 2.11 / w1d[15]
-- cell usage in the layout (no fill, tap or decap), drive strengths merged --
cell type      netlist  layout
a21oi              192     192
conb                 1      32
buf                167     121
and2                 2       2
nor3                64      64
inv                  0       4
or2                  2       2
clkbuf              86     134
bufinv               0       5
clkdlybuf4s50        0     110
a22oi              192     192
clkinv               0      46
or3                  1       1
a31oi               64      64
nor2                34      34
nand2b               4       4
mux2i             1024    1024
nand2              195     195
nor2b                4       4
nand3              194     194
or3b                 3       3
edfxtp            1024    1024
a22o               128     128
nand3b               5       5
-- area by class of cell --
| type | count | area share [%] |
|---|---|---|
| clock buffer | 134 | 5.06 |
| clock inverter | 55 | 0.789 |
| multi-input combinational | 2140 | 30.3 |
| sequential | 1024 | 55.1 |
| tap | 2160 | 4.84 |
| timing repair buffer | 231 | 3.92 |
-- per-layer routing --
metal / up-vias / GRT usage (%) / wire length, microns
met2: 1791 / 28.9 / 68900
met3: 297 / 13.3 / 24200
met5: - / 1.01 / 326
met4: 28 / 4.57 / 4180
li1: 13597 / - / -
met1: 15172 / 24.0 / 56300
-- per-stage QoR --
stage | hold WS, ns | util (%) | instances
final | 2.11 | 34.7 | 5744
after global routing | 2.11 | 34.7 | 5744
after CTS | 2.07 | 34.7 | 5744
after detailed placement | 2.84 | 32.6 | 5555
after global placement | 2.83 | 32.6 | 5555
after floorplan | 2.10 | - | 3417
-- critical path, stage by stage --
cell and delay [ns]:
clkdlybuf4s50_1 0.76, nor2b_4 0.26, buf_12 0.51, buf_4 0.62, a22o_1 0.22, nor3_1 0.05, a31oi_1 0.31, nand3_1 0.16
clkdlybuf4s50_1 0.43
Power figures rest on the tool's default switching activity, not on a simulated workload.
